==> /design/flow/run.sh <==
#!/bin/bash
# OpenROAD 26Q1-2900-gdf79404cd8, Yosys 0.63+post, stock flow scripts
make -C /OpenROAD-flow-scripts/flow DESIGN_CONFIG=/design/flow/config.mk WORK_HOME=/design/flow/orfs finish
==> /design/flow/config.mk <==
export PLATFORM = sky130hd
export DESIGN_NAME = dataMEM
export DESIGN_NICKNAME = dataMEM
export VERILOG_FILES = /design/flow/design.v
export SDC_FILE = /design/flow/constraint.sdc
export NUM_CORES = 4
export LEC_CHECK = 1
export CORE_UTILIZATION = 40
export SYNTH_MEMORY_MAX_BITS = 65536
==> /design/flow/constraint.sdc <==
current_design dataMEM

set clk_period 6.9
set clk_io_pct 0.2

create_clock -name clk0 -period $clk_period [get_ports {clk}]

set non_clock_inputs [all_inputs -no_clocks]
set_input_delay [expr $clk_period * $clk_io_pct] -clock clk0 $non_clock_inputs
set_output_delay [expr $clk_period * $clk_io_pct] -clock clk0 [all_outputs]
==> /design/flow/design.v <==
module dataMEM(
    input           clk,
    input           w_en, 
    input  [31:0]   wdata,
    input  [31:0]   address,
    output [31:0]   data_out
);
    reg [31:0] data_mem [0:255];
    assign data_out = data_mem[address[6:2]];
    always @(posedge clk) begin
        if(w_en)
            data_mem[address[6:2]] <= wdata;
        else data_mem[address[6:2]] <= data_mem[address[6:2]];
    end
endmodule
==> flow_metrics.tcl <==
# metrics dict for downstream scripts
set metrics [dict create \
    p_switching_mw 2.87 \
    drc 0 \
    postSynthAreaPerCell_um2 20.1 \
    clock.latency.late_pin_ns 0.67 \
    post-dp-hpwl_um 57800 \
    regToRegStartpoint "data_mem[6][11]" \
    diodes 0 \
    hold_class "reg2reg" \
    cts_tree "built" \
    cp_slowest_cell "nand3_1" \
    grt_use_total_pct 21.7 \
    synth_cell_types 43 \
    rrSetupSlack_ns 4.56 \
    area_growth_pct 15.0 \
    hold_buffers 0 \
    clkPwrFrac_pct 40.3 \
    warnings 53 \
    cp.depth 7 \
    fmax_ghz 0.170 \
    gp_congestion 0.841 \
    ff_type "edfxtp_1" \
    crit_type "in2out" \
    design_power_total_mw 13.4 \
    grt_max_degree 71 \
    die-area_mm2 0.103 \
    drv_slew 0 \
    design_area_mm2 0.0468 \
    cts-htree-levels 3 \
    syn_area_mm2 0.0407 \
    status "finished, final reports clean" \
    first_global_vias 22241 \
    synth_cells 2026 \
    rsz0062_at_grt "false" \
    ant_nets 0 \
    worstMarginPinSlew_ns 0.998 \
    worstPathCellList "buf_4, nand3_1, buf_4, o22ai_1, nor3_1, a21oi_1, clkdlybuf4s50_1" \
    fin_skew_ns 0.0349 \
    crit_top_cell "buf_4" \
    die_width_um 321 \
    io_pins 98 \
    finalSetupTns_ns 0 \
    wirelength_um 101000 \
    power_density_mw_per_mm2 287 \
    placed_area_mm2 0.0436 \
    globalRoute.totalOverflow 0 \
    avgRoutedWirePerCell_um 27.8 \
    maxSlewHeadroom_pct 33.5 \
    clk_path_buf_depth 3 \
    largest_reg_flops 1024 \
    pwr-share-comb_pct 7.0 \
    drt_iter0_drc 1426 \
    grt_first_pass_wirelength_um 147000 \
    via_count 20607 \
    firstDrtPassIters 5 \
    crit_buf_inv 3 \
    numCtsBuffers 100 \
    cts-resized-gates 0 \
    port_buffers 70 \
    period_needed_ns 5.89 \
    finalHoldViolations 0 \
    fp_util_pct 40.6 \
    ir_worst_vdd_mv 0.193 \
    clock-root-buffer "clkbuf_16" \
    yosysChipArea_mm2 0.0407 \
    cpPeakStageDelay_ns 0.71 \
    edf_count 1024 \
    synth-seq-cells 1024 \
    period_used_pct 85.4 \
    ys_seq_share_pct 75.5 \
    num_rows 116 \
    dieHeight_um 321 \
    crit_arrival_ns 4.51 \
    worstHoldPathCells 4 \
    p_int_mw 10.5 \
    antenna_found_initial 1 \
    maxCapViolations 0 \
    switching_share_pct 21.4 \
    p_seq_share_pct 52.7 \
    setup-violations-final 0 \
    cp-end-kind "primary output" \
    cp-endpoint "data_out[30]" \
    reg2reg_depth 5 \
    cpLargestDelayFamily "buffers and inverters" \
    cp_max_fo 34 \
    clkSinkCount 1024 \
    clk_pin_slew_ns 0.06 \
    postCtsSetupBuffers 0 \
    core_area_mm2 0.100 \
    r2r_end "data_mem[19][11]" \
    crit_start "address[2]" \
    ys_warn_count 1 \
    layout_top_cells "edfxtp_1 (1024), mux2i_1 (256), mux4_2 (124), buf_4 (122), clkbuf_16 (102)" \
    final_layout_size_suffix_gt1_share_pct 22.5 \
    ys_cells 2026 \
    via_per_inst 5.67 \
    power_leakage_nw 15.1 \
    async_flop_share_pct 0 \
    required_ns 5.52 \
    crit_path_start_kind "input pin" \
    lay_top_count "edfxtp_1" \
]
-- area by class of cell --
class                      count  area, µm²
clock inverter                62        644
clock buffer                 121       2620
fill                        8161      53600
tap                         1357       1700
sequential                  1024      30700
inverter                       1       6.26
multi-input combinational    875       9370
timing repair buffer         197       1750
-- synthesized netlist by cell type, types with 16 or more instances --
| cell | number | share of area (%) |
|---|---|---|
| a22o_1 | 31 | 0.67 |
| nand2_1 | 20 | 0.18 |
| clkbuf_1 | 47 | 0.43 |
| o22ai_1 | 49 | 0.75 |
| a2111oi_4 | 16 | 1.1 |
| nor2_1 | 82 | 0.76 |
| a21oi_1 | 32 | 0.39 |
| buf_6 | 30 | 0.83 |
| o21ai_0 | 21 | 0.26 |
| nor3_1 | 48 | 0.59 |
| mux2i_1 | 256 | 6.3 |
| buf_2 | 28 | 0.34 |
| mux4_2 | 124 | 6.9 |
| a221oi_1 | 24 | 0.52 |
| nor4_1 | 32 | 0.49 |
| a221oi_2 | 26 | 0.96 |
| edfxtp_1 | 1024 | 75 |
-- how the worst min path moves through the flow --
stage | slack (ns) | start | endpoint
4_1_cts | 1.03 | data_mem[1][20] | data_mem[0][20]
5_1_grt | 1.09 | data_mem[21][25] | data_mem[25][25]
6_report | 1.02 | data_mem[1][17] | data_mem[10][17]
-- through the flow --
stage          util (%)  std cells  hold WS [ns]  setup WS (ns)
6_report           46.6       3637          1.02           1.01
5_1_grt            46.6       3637          1.09          0.929
4_1_cts            46.6       3637          1.03           1.10
3_5_place_dp       43.4       3454          1.02           1.10
3_3_place_gp       43.4       3454         0.991           1.09
2_1_floorplan         -       2026          1.02           1.77
-- metal layers --
layer	share of wire (%)	wire length (µm)	track usage (%)
met1	33	33600	26.2
met2	47	47100	31.8
met3	18	18000	17.2
met4	2.2	2210	3.82
met5	0.079	80	0.473
-- worst reg2reg max path, cell delays in order, from the launching register on --
cell and delay [ns]:
edfxtp_1 0.37, mux4_2 0.48, a22o_1 0.30, a2111oi_4 0.35
a221oi_2 0.26, buf_4 0.31
-- power by group through the flow --
stage	combinational (mW)	sequential (mW)	clock, mW
CTS	0.946	7.07	5.49
finish	0.936	7.07	5.41
global route	1.01	7.08	5.74
-- logic make-up (layout without fill, tap and decap cells) --
kind of cell / Yosys count / count (layout) / synth area share [%]
AND-OR/OR-AND: 273 / 273 / 6.34
multiplexers: 384 / 384 / 13.4
flip-flops: 1024 / 1024 / 75.5
buffers and inverters: 127 / 381 / 2.16
AND/OR/NAND/NOR: 218 / 218 / 2.61
No activity file was given, so power comes from the tool's default toggle rates.
