--- /design/flow/run.sh ---
#!/bin/bash
# OpenROAD 26Q1-2900-gdf79404cd8, Yosys 0.63+post, stock flow scripts
make -C /OpenROAD-flow-scripts/flow DESIGN_CONFIG=/design/flow/config.mk WORK_HOME=/design/flow/orfs finish
--- /design/flow/constraint.sdc ---
current_design RegFile

set clk_period 10.9
set clk_io_pct 0.2

create_clock -name clk0 -period $clk_period [get_ports {clk}]

set non_clock_inputs [all_inputs -no_clocks]
set_input_delay [expr $clk_period * $clk_io_pct] -clock clk0 $non_clock_inputs
set_output_delay [expr $clk_period * $clk_io_pct] -clock clk0 [all_outputs]
--- /design/flow/config.mk ---
export PLATFORM = sky130hd
export DESIGN_NAME = RegFile
export DESIGN_NICKNAME = RegFile
export VERILOG_FILES = /design/flow/design.v
export SDC_FILE = /design/flow/constraint.sdc
export NUM_CORES = 4
export LEC_CHECK = 1
export CORE_UTILIZATION = 50
--- /design/flow/design.v ---
module RegFile(
    input clk,
    input rst_n,
    input regWr,
    input [4:0] RdReg1,
    input [4:0] RdReg2,
    input [4:0] WrReg,
    input [31:0] WriteData, 
    output [31:0] RD1,
    output [31:0] RD2
);
    reg [31:0] regfile [0:31];
    integer i;
    assign RD1 = (RdReg1 == 0) ? 0 : regfile[RdReg1];
    assign RD2 = (RdReg2 == 0) ? 0 : regfile[RdReg2];
    always @(posedge clk, negedge rst_n) begin
        if(~rst_n)
            for (i = 0; i<31; i=i+1) begin
                regfile[i] <= 32'd0;
            end
        else if(regWr == 1 && WrReg != 0)
            regfile[WrReg] <= WriteData;
    end
endmodule
==> impl_metrics.csv <==
group,metric,value,unit
status,status,"finished clean",
critical_path,critical_path_arrival,6660,ps
critical_path,worst_setup_path_startpoint,"RdReg2[4]",
timing,timing.final.setup_violations,0,
timing,rsz0062_at_grt,"false",
synth,avgSynthCellArea,11.10,um^2
clock_tree,cts.reportedPaths.clkPinSlew,60,ps
detailed_routing,via_count,49990,
grt,grt.met2_usage,72.87,%
floorplanning,total_die_size,0.1088,mm^2
grt,met3_usage,40.31,%
detailed_routing,number_of_drc_markers_in_iteration_0,7015,
place,port_buffers,113,
synth,yosys.stat.seqShare,46.47,%
clock_tree,clock_latency_on_the_worst_skew_pair,730,ps
final_layout,stdcell_count,6351,
critical_path,worstReg2RegStart,"regfile[5][9]",
final_layout,area_delta_synth_final,12.79,%
critical_path,cp_cell_sequence,"buf_4, buf_4, nand2_2, nor2_2, buf_4, a22oi_1, and4_1, a31oi_1, clkdlybuf4s50_1",
floorplanning,fp_util,50.72,%
detailed_routing,post_drt_via_cell_ratio,7.872,
place,place_congestion,1.105,
synth,ff_type,"sky130_fd_sc_hd__dfrtp_1",
synth,yosysMostFrequentCell,"sky130_fd_sc_hd__mux2_2",
synth,enable_flop_cells,32,
min_path,worstHoldPathType,"register to register",
run,tool_warnings,30,
timing,timing.final.max_slew_violations,0,
grt,total_congestion_overflow_after_global_routing,0,
synth,post_synth_num_cell_types,100,
min_path,hold_start,"regfile[28][4]",
final_layout,drive_above_1_share,32.68,%
timing,final_hold_vios,0,
detailed_routing,drc,0,
timing,worst_slew_margin_rel,17.99,%
grt,grt_pass1_vias,47850,
timing,finalClockSkew,0,ps
clock_tree,cts_num_sinks,992,
synth,synth.top_cells.by_area,"sky130_fd_sc_hd__dfrtp_1 45%, sky130_fd_sc_hd__mux2_2 21%, sky130_fd_sc_hd__nand3_1 7.0%, sky130_fd_sc_hd__a22oi_1 2.7%, sky130_fd_sc_hd__nand4_1 2.2%",
grt,globalRouteTotalUtil,58.73,%
critical_path,worst-setup-path-type,"primary input to output port",
floorplanning,top_level_ports,114,
detailed_routing,ant_nets,0,
final_layout,largest_reg_flops,992,
power_and_ir_drop,p_int,7.618,mW
detailed_routing,detail_route.wl_per_cell,47.87,um
synth,postSynthCellCount,4842,
critical_path,critical_path_startpoint_category,"primary input",
clock_tree,holdBufCountCts,0,
power_and_ir_drop,p_seq_share,46.6,%
synth,yosys-stat-area,0.05377,mm^2
critical_path,worstRegToRegCells,1,
synth,synth.top_cells.by_count,"987 x sky130_fd_sc_hd__mux2_2, 960 x sky130_fd_sc_hd__dfrtp_1, 749 x sky130_fd_sc_hd__nand3_1",
grt,grt_pass1_wl,410500,um
power_and_ir_drop,power.ir.vdd_worst,0.0001510,V
synth,yosysCellCount,4842,
clock_tree,clockBufferDepth,3,
place,dpl-instance-area,0.05672,mm^2
power_and_ir_drop,switching_share,30.82,%
clock_tree,cts-resized-gates,0,
clock_tree,tritoncts.num_buffers,108,
power_and_ir_drop,post-layout-total-power,11.01,mW
critical_path,critical_path.max_stage_delay,1050,ps
synth,synth.ff_latch_count,992,
timing,timing.final.crit_period,8843,ps
clock_tree,cts_htree_levels,3,
synth,synthDominantCellAreaShare,44.68,%
place,dpl.hpwl,191500,um
timing,achievable-frequency,0.1131,GHz
critical_path,crit_path_max_fanout,27,
detailed_routing,detail_route.first_pass.iterations,9,
synth,synth.cell_area,0.05377,mm^2
detailed_routing,totalWireLength,304000,um
grt,grt_antenna_before_repair,32,
critical_path,critical_path.most_common_cell,"sky130_fd_sc_hd__buf_4",
grt,groute.layer.met1.usage,71.99,%
synth,number_of_warning_messages_in_the_yosys_log,2,
place,placed_cells_incl_taps,6116,
timing,fin_setup_tns,0,ps
final_layout,largest-register,"regfile",
clock_tree,cts_setup_buffers,0,
final_layout,fin_area,0.06064,mm^2
place,dpl_ws,2558,ps
power_and_ir_drop,power.static_leakage,25.73,nW
power_and_ir_drop,power_frac_comb,16.7,%
final_layout,regs_by_ff_count,"regfile (992)",
critical_path,timing.critical_path.required,8720,ps
timing,worst_pin_slew,1226,ps
grt,grt_most_used_layer,"met2",
critical_path,endpoint_kind,"output port",
timing,finalClockPeriodUsage,81.13,%
synth,proportion_of_synthesized_flip_flops_having_asynchronous_set_or_reset,96.77,%
clock_tree,tritoncts,"done",
synth,yosys.area.top_type,"sky130_fd_sc_hd__dfrtp_1",
power_and_ir_drop,switching_pwr,3.394,mW
floorplanning,fp.coreArea,0.1060,mm^2
floorplanning,row_count,119,
min_path,worstHoldPathCells,1,
floorplanning,floorplan.die.width,329.9,um
grt,grt_max_degree,121,
power_and_ir_drop,clkPwrFrac,36.6,%
power_and_ir_drop,p_per_area,181.6,mW/mm^2
critical_path,cpMaxStageDelayCell,"sky130_fd_sc_hd__nor2_2",
timing,fin_ws,2057,ps
run,max-cap-violations,0,
floorplanning,die-height,329.9,um
clock_tree,root_buffer,"sky130_fd_sc_hd__clkbuf_16",
layer usage:
layer	wire length [um]	up-vias
met5	1538	-
met4	29360	42
met3	55040	1657
met2	115700	4809
met1	102400	24920
li1	-	18570
worst max-delay path, delay by kind of cell:
family	cells	cell delay [ps]
buffers and inverters	4	1960
and+or+nand+nor	3	1790
AOI/OAI and AO/OA	2	620
through the flow:
| step | utilization [%] | hold WS [ps] |
|---|---|---|
| 2_1_floorplan | - | 471.9 |
| 3_3_place_gp | 53.50 | 490.4 |
| 3_5_place_dp | 53.50 | 499.2 |
| 4_1_cts | 57.13 | 512.7 |
| 5_1_grt | 57.14 | 527.8 |
| 6_report | 57.20 | 518.1 |
cells by family (layout without fill, tap and decap cells):
| logic type | count (synthesis) | in the layout | synth area share [%] |
|---|---|---|---|
| and+or+nand+nor | 1487 | 1487 | 15.64 |
| buffers and inverters | 535 | 622 | 4.738 |
| muxes | 1103 | 1103 | 22.95 |
| other | 0 | 31 | 0 |
| AOI/OAI and AO/OA | 725 | 725 | 10.21 |
| DFF | 992 | 992 | 46.47 |
worst paths after layout:
path / to / slack, ps
worst max-delay path: RD2[4] / 2060
worst min-delay path: regfile[28][4] / 520
worst max register to register: regfile[5][9] / 9930
worst min register to register: regfile[28][4] / 520
max in group asynchronous: regfile[7][13] / 7040
min in group asynchronous: regfile[1][2] / 1400
power by group through the flow:
stage         Combinational (mW)  Sequential [mW]  Clock (mW)
CTS                         1.77             5.09        4.03
global route                1.90             5.18        4.16
finish                      1.84             5.13        4.03
layout make-up:
class                   count  area, um^2
diodes                     31       77.57
clock buffers             153        3184
clock inverters            51       663.1
fillers                  8931       45370
inverters                  11       41.29
multi-input cells        3315       26590
flip-flops and latches    992       24980
well taps                1391        1740
repair buffers            407        3356
layout by cell type (no fill, tap or decap), types with 19 or more instances in the layout:
cell	synthesis	final
sky130_fd_sc_hd__mux2_2	987	987
sky130_fd_sc_hd__dfrtp_1	960	960
sky130_fd_sc_hd__nand3_1	749	748
sky130_fd_sc_hd__buf_4	43	301
sky130_fd_sc_hd__nand4_1	192	192
sky130_fd_sc_hd__a22oi_1	190	190
sky130_fd_sc_hd__a22o_1	113	113
sky130_fd_sc_hd__a21oi_1	112	112
sky130_fd_sc_hd__clkbuf_16	0	110
sky130_fd_sc_hd__clkdlybuf4s50_1	0	102
sky130_fd_sc_hd__and3_1	86	83
sky130_fd_sc_hd__mux2i_1	75	75
sky130_fd_sc_hd__a31oi_1	69	69
sky130_fd_sc_hd__nor4_1	61	60
sky130_fd_sc_hd__nand2_1	61	53
sky130_fd_sc_hd__nor3_1	48	46
sky130_fd_sc_hd__nor2_1	73	46
sky130_fd_sc_hd__mux2_1	40	40
sky130_fd_sc_hd__and4_1	37	37
sky130_fd_sc_hd__nor2_2	24	35
sky130_fd_sc_hd__edfxtp_1	32	32
sky130_fd_sc_hd__diode_2	0	31
sky130_fd_sc_hd__a32oi_1	29	29
sky130_fd_sc_hd__o21ai_0	27	27
sky130_fd_sc_hd__clkbuf_8	0	27
sky130_fd_sc_hd__a2111oi_0	26	26
sky130_fd_sc_hd__nor2b_1	28	21
sky130_fd_sc_hd__clkinv_2	0	21
sky130_fd_sc_hd__a221o_1	19	19
Power is estimated from default activity; no workload was simulated.
