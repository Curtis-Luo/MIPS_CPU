==> flow/design.v <==
module ALU(
        input       [3:0]   Aluc,
        input       [31:0]  a, 
        input       [31:0]  b, 
        output  reg [31:0]  out,
        output  reg         zero,
        output  reg         sign
);
    always @(*) begin
        case (Aluc)
            4'd0: out = a + b;
            4'd1: out = a - b;
            4'd2: out = a & b;
            4'd3: out = a | b;
            4'd4: out = (a < b) ? 1: 0; 
            4'd5: begin  
                if (a < b &&((a[31] == 0 && b[31]==0) ||
                    (a[31] == 1 && b[31]==1))) out = 1;
                else if (a[31] == 0 && b[31]==1) out = 0;
                else if (a[31] == 1 && b[31]==0) out = 1;
                else out = 0;
            end
            4'd6: out = b << a;
            4'd7: out = a ^ b;
            4'd8: out = b >>> a;
            4'd9: out = b >> a;
            4'd10: out = {b,16'd0}; 
            4'd11: out = a - 32'd0;
            default: out = a + b;
        endcase
        if (out == 0) zero = 1;
        else zero = 0;
        sign = out[31];
    end
endmodule
==> flow/run.sh <==
#!/bin/bash
# OpenROAD 26Q1-2900-gdf79404cd8, Yosys 0.63+post, stock flow scripts
make -C /OpenROAD-flow-scripts/flow DESIGN_CONFIG=/design/flow/config.mk WORK_HOME=/design/flow/orfs finish
==> flow/config.mk <==
export PLATFORM = sky130hd
export DESIGN_NAME = ALU
export DESIGN_NICKNAME = ALU
export VERILOG_FILES = /design/flow/design.v
export SDC_FILE = /design/flow/constraint.sdc
export NUM_CORES = 4
export LEC_CHECK = 1
export CORE_UTILIZATION = 40
==> flow/constraint.sdc <==
current_design ALU

set clk_period 16.5
set clk_io_pct 0.2

create_clock -name clk0 -period $clk_period

set non_clock_inputs [all_inputs -no_clocks]
set_input_delay [expr $clk_period * $clk_io_pct] -clock clk0 $non_clock_inputs
set_output_delay [expr $clk_period * $clk_io_pct] -clock clk0 [all_outputs]
==> impl_metrics.py <==
# Flow results
metrics = {
    "power_and_ir_drop": {
        "netSwitchingFraction": 0.593,
        "p_leak_nw": 4.45,
        "ir_drop_v": 0.0000222,
        "power_density_mw_per_mm2": 38.6,
        "p_int_mw": 0.173,
        "switching_power_mw": 0.252,
    },
    "final_timing": {
        "setup_slack_ns": 4.02,
        "hold_viol_final": 0,
        "rsz0062_at_grt": "no",
        "tightest_slew_ns": 0.854,
        "fmax_ghz": 0.0801,
        "max-slew-margin-rel": 0.427,
        "fin_crit_sh": 0.756,
        "setup-violations-final": 0,
        "finalCriticalPeriod_ns": 12.48,
        "finalSetupTns_ns": 0,
        "finalMaxSlewViolations": 0,
    },
    "drt": {
        "vias_per_cell": 6.84,
        "avgRoutedWirePerCell_um": 29.4,
        "route.detailed.drc": 0,
        "first_iter_violations": 1116,
        "drtAntennaViolNets": 0,
        "routed_wl_um": 50100,
        "vias": 11700,
        "firstDrtPassIters": 6,
    },
    "setup_path": {
        "cp_max_fo": 30,
        "critPathArrivalTime_ns": 9.18,
        "start_kind": "input port",
        "worst_path_max_delay_cell": "ha_1",
        "path_common_cell": "clkdlybuf4s50_1",
        "crit_path_end_kind": "output port",
        "cp-startpoint": "a[4]",
        "critPathMaxStageDelay_ns": 0.63,
        "cp.required_ns": 13.20,
        "path_class": "input port to output port",
        "path_cells": "clkdlybuf4s50_1 > buf_4 > clkinv_1 > ha_1 > a2111o_1 > a211oi_1 > o41ai_1 > o32a_1 > or4_1 > or4b_1 > nor4b_2 > nand4b_1 > nor4_2 > clkdlybuf4s50_1",
    },
    "yosys": {
        "ys_seq_frac": 0,
        "syn_area_sq_mm": 0.00992,
        "ys_chip_area_sq_mm": 0.00992,
        "yosysWarningCount": 1,
        "avgSynthCellArea_sq_um": 7.29,
        "netlist_instances": 1361,
        "synth_cell_type_count": 90,
        "yosys_cells": 1361,
    },
    "placement": {
        "routabilityCongestion": 1.04,
        "hpwlAfterDp_um": 38500,
        "dp.cells": 1703,
        "io_buffers": 102,
        "dp_slack_ns": 4.15,
    },
    "global_routing": {
        "grt_usage": 0.402,
        "antenna_found_initial": 2,
        "grt_pass1_wl_um": 74400,
        "grt-ovfl-total": 0,
        "grt_max_degree": 56,
        "grt_pass1_vias": 11100,
    },
    "floorplanning": {
        "fp_util": 0.408,
        "core_area_sq_mm": 0.0243,
        "die_w_um": 159,
        "chipArea_sq_mm": 0.0254,
        "rows": 57,
        "die_h_um": 159,
        "num_io_pins": 102,
    },
    "clock_tree": {
        "cts_resized": 0,
        "ctsHoldBuffers": 0,
        "post_cts_buffers": 0,
    },
    "cells_and_area": {
        "n_fill_cell": 2497,
        "drive_above_1_share": 0.107,
        "clock_buffers": 0,
        "layout.area.seq_sq_um": 0,
        "instances_no_fill": 1705,
        "syn_to_final_growth_pct": 11.2,
        "flops": 0,
    },
    "hold_path": {
        "holdCritStartpoint": "a[2]",
        "hold_path.class": "input port to output port",
    },
    "job": {
        "cap_violations": 0,
        "warnings": 99,
    },
    "outcome": {
        "status": "finished clean",
    },
}
stage by stage:
step	area, sq um	util	power, mW	hold slack, ns
after floorplan	9920	-	0.254	6.88
after global placement	11000	0.454	0.417	7.77
after detailed placement	11000	0.454	0.413	7.78
after CTS	11000	0.454	0.416	7.78
after global routing	11000	0.454	0.453	7.82
final	11000	0.454	0.426	7.79
worst paths after layout:
kind	cells past startpoint	slack [ns]	endpoint
setup / recovery	14	4.02	zero
hold / removal	5	7.79	out[2]
cell usage in the layout (no fill, tap or decap), types with 24 or more instances in the layout:
cell             netlist  routed
a21oi_1               87      87
nand3_1               28      28
ha_1                 100     100
o21ai_0               83      83
inv_1                102     102
a211oi_1              26      26
buf_4                 11      38
nor3_1                37      37
mux2i_1               61      61
nor4_1                24      24
clkdlybuf4s50_1        0      97
mux4_2                61      61
nor2_1                91      91
nand2_1              131     131
cells in the mapped netlist (all sizes together), types with 12 or more instances:
library cell	instances	area share
a22oi	17	0.013
buf	44	0.029
nor4	25	0.016
mux2	22	0.025
nand3	28	0.014
a21oi	87	0.044
mux4	63	0.14
o22ai	20	0.013
a211o	12	0.011
nor2	91	0.034
xnor2	13	0.011
nand2b	15	0.0095
a31oi	20	0.013
ha	100	0.13
inv	103	0.039
a221oi	19	0.017
nor2b	15	0.0095
clkbuf	77	0.029
a21o	20	0.015
nand2	131	0.050
a211oi	26	0.020
mux2i	62	0.064
o21ai	83	0.042
nor3	37	0.019
o211ai	14	0.011
kinds of logic (layout without fill, tap and decap cells):
logic type,Yosys count,in the layout,synth area share
adder cells (fa/ha/maj),102,102,0.130
AND-OR/OR-AND,453,453,0.319
XOR/XNOR,16,16,0.0141
multiplexers,147,147,0.233
buffers and inverters,227,245,0.0985
AND/OR/NAND/NOR,416,416,0.205
other,0,2,0
power by group through the flow:
stage    Clock [mW]  Sequential, mW  Combinational, mW
5_1_grt           0               0              0.453
4_1_cts           0               0              0.416
critical path: cells and delay by family:
| family | cells | cell delay [ns] |
|---|---|---|
| simple gates | 5 | 1.75 |
| fa+ha+maj | 1 | 0.63 |
| compound gates | 4 | 1.56 |
| buf+inv | 4 | 1.92 |
per-layer routing:
layer  global-route usage  share of wire
met5                    0              0
met4                0.133          0.038
met3                0.105           0.11
met2                0.591           0.43
met1                0.580           0.43
area by class of cell:
cell class	count	area, sq um	share of cell area
antenna	2	5.00	0.000454
inverter	106	398	0.0361
multi-input combinational	1134	8950	0.811
tap	324	405	0.0367
timing repair buffer	139	1280	0.116
Power and IR drop assume default switching activity.
